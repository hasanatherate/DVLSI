==> design.v <==
module cnt_updown (count, mode, clk, reset);
output reg [3:0] count;
input mode;
input clk, reset;
always @ (posedge clk, posedge reset)
if (reset)
count = 4'b0;
else
if (mode)
count = count + 1;
else
count = count - 1;
endmodule
==> run.sh <==
#!/bin/bash
# OpenROAD 26Q1-2900-gdf79404cd8, Yosys 0.63+post, stock flow scripts
make -C /OpenROAD-flow-scripts/flow DESIGN_CONFIG=/design/flow/config.mk WORK_HOME=/design/flow/orfs finish
==> config.mk <==
export PLATFORM = sky130hd
export DESIGN_NAME = cnt_updown
export DESIGN_NICKNAME = cnt_updown
export VERILOG_FILES = /design/flow/design.v
export SDC_FILE = /design/flow/constraint.sdc
export NUM_CORES = 4
export LEC_CHECK = 1
export CORE_AREA = 10 10 70 70
export DIE_AREA = 0 0 80 80
==> constraint.sdc <==
current_design cnt_updown

set clk_period 2.1
set clk_io_pct 0.2

create_clock -name clk0 -period $clk_period [get_ports {clk}]

set non_clock_inputs [all_inputs -no_clocks]
set_input_delay [expr $clk_period * $clk_io_pct] -clock clk0 $non_clock_inputs
set_output_delay [expr $clk_period * $clk_io_pct] -clock clk0 [all_outputs]
==> results.txt <==
run results: status complete, no violations, slowest CP cell clkdlybuf4s50_1, Worst-path clk slew 0.04 ns, chip height 80 µm, clock skew 0.000403 ns, H-tree Lvls 1, Final Hold Viols 0, fin util 9.93%, Setup WS pre-CTS 0.260 ns, Worst Path Arrival 1.75 ns, Slew Limit Fails 0, # hold bufs at CTS 0, Cells after Synth 15, max reg flops 4, PortBufs 6, DRT Pass-1 Iters 2, final instance area 339 µm², die width 80 µm, f_max 628 MHz, area grow syn2layout 70.4%, slowest cell delay on critical path 0.50 ns, GR Overflow Total 0, Worst Hold Class input pin to asynchronous set/reset pin, slew of the pin with the lowest slew margin 0.165 ns, relative slew slack 88.9%, Worst-Skew Late Latency 0.24 ns, Post-synth seq share 50.3%, count of cells resized by post-cts repair 0, crit-path cells clkdlybuf4s50_1 > inv_1 > ha_1 > a21o_1 > a21oi_2 > xnor2_1, critical path launch point type input pin, Top area cell types dfrtp_1, ha_1, fa_1, xnor2_1, inv_1, Die Area 6400 µm², CTS root buf clkbuf_4, first-pass GRT wire length 759 µm, Worst VDD drop 0.196 mV, Avg Inst Size Synth 13.3 µm², CTS Buf Count 3, placed inst area 317 µm², cell type with the largest total area dfrtp_1, Crit. End Element flop, critical path type input pin to flop, FF+latch count, synth 4, per-cell routed wire length 6.50 µm, initial DRC count 3, Max Cap Viol 0, yosys stat area 199 µm², wirelength, routed 455 µm, largest fanout on the critical path 3, Netlist cell types 8, Leak 0.141 nW, via/cell ratio 1.96, synth warn 1, Dominant flop cell dfrtp_1, share of layout cells above drive strength 1 16.7%, Ports 7, Netlist Area Pre-Place 199 µm², clk sink count 4, # Cells Yosys 15, post-route setup TNS 0 ns, setup bufs post-CTS 0, Tot GR Track Use 1.72%, vias in the first global route 153, Setup Viol. Count Final 0, Final Cycle Share 75.8%, top cells by count, synth dfrtp_1, inv_1, ha_1, xnor2_1, Initial Utilization 5.82%, largest net degree at the start of global routing 5, initial antenna violation count 0, share of the synthesized area in the top cell type 50.3%, Detail Route Antenna Nets 0, clock buffer depth 2, worst path required time 2.26 ns, ant diodes 0, PD cells 1130 nW/µm², RSZ-0062 raised after global routing no, core area 3420 µm², DR vias 137, CTS tree yes, Async S/R FF share, synth 100%, DRC Markers 0, GPL Wtd Cong 0.725, Finished Layout Cells 70, Inst Count DP 67, cell row count 21, minimum clock period 1.59 ns, setup slack after layout 0.508 ns, most common cell in the netlist dfrtp_1, tool warnings 25, number of enable flip-flop cells 0
[kinds of logic (layout without fill, tap and decap cells)]
logic type	after synthesis	in the layout	share of synthesized area [%]
DFF	4	4	50.3
AOI/OAI and AO/OA	2	2	8.18
adders and majority gates	3	3	22.6
xor gates and xnor gates	3	3	13.2
buffers and inverters	3	12	5.66
[final timing paths]
| kind | startpoint | to | slack [ns] | cells after the start |
|---|---|---|---|---|
| max | mode | count[3] | 0.51 | 6 |
| max reg2reg | count[1] | count[3] | 0.84 | 4 |
| min | reset | count[1] | 0.37 | 2 |
| min in group clk0 | count[0] | count[0] | 0.52 | 1 |
| max in group asynchronous | reset | count[0] | 1.58 | 2 |
| min reg2reg | count[0] | count[0] | 0.52 | 1 |
[critical path, delay by kind of cell]
family / cells / cell delay, ns
compound gates: 2 / 0.34
buf+inv: 2 / 0.59
fa+ha+maj: 1 / 0.28
xor+xnor: 1 / 0.13
[cell usage in the layout, fill, tap and decap left out]
cell type | netlist | final
ha_1 | 2 | 2
fa_1 | 1 | 1
a21o_1 | 1 | 1
dfrtp_1 | 4 | 4
xnor2_1 | 2 | 2
clkbuf_4 | 0 | 3
inv_1 | 3 | 3
clkdlybuf4s50_1 | 0 | 6
xor2_1 | 1 | 1
a21oi_2 | 1 | 1
[layer usage]
| layer | global-route usage, % | up-vias | part of all wire [%] |
|---|---|---|---|
| met2 | 1.69 | 10 | 24 |
| li1 | - | 66 | - |
| met1 | 1.81 | 61 | 46 |
| met4 | 0 | 0 | 0 |
| met3 | 2.95 | 0 | 29 |
| met5 | 0 | - | 0 |
[final cells by class]
| cell class | instances | area, µm² |
|---|---|---|
| repair buffers | 6 | 60.1 |
| well taps | 46 | 57.6 |
| inverters | 3 | 11.3 |
| flip-flops and latches | 4 | 100 |
| fillers | 396 | 3080 |
| multi-input cells | 8 | 87.6 |
| clock buffers | 3 | 22.5 |
[power by group]
| part | switching, W | internal [W] |
|---|---|---|
| combinational | 0.0000513 | 0.000101 |
| sequential | 0.0000236 | 0.000109 |
| clock | 0.0000336 | 0.0000641 |
| total | 0.000109 | 0.000275 |
[through the flow]
stage	power, W	hold WS [ns]
floorplan	0.000205	0.186
global placement	0.000277	0.519
detailed placement	0.000288	0.515
CTS	0.000388	0.377
global route	0.000422	0.395
finish	0.000383	0.371
No activity file was given, so power comes from the tool's default toggle rates.
