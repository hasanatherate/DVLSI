<file path="config.mk">
export PLATFORM = sky130hd
export DESIGN_NAME = shiftaddmul
export DESIGN_NICKNAME = shiftaddmul
export VERILOG_FILES = /design/flow/design.v
export SDC_FILE = /design/flow/constraint.sdc
export NUM_CORES = 4
export LEC_CHECK = 1
export CORE_AREA = 10 10 70 70
export DIE_AREA = 0 0 80 80
</file>
<file path="constraint.sdc">
current_design shiftaddmul

set clk_period 7.9
set clk_io_pct 0.2

create_clock -name clk0 -period $clk_period

set non_clock_inputs [all_inputs -no_clocks]
set_input_delay [expr $clk_period * $clk_io_pct] -clock clk0 $non_clock_inputs
set_output_delay [expr $clk_period * $clk_io_pct] -clock clk0 [all_outputs]
</file>
<file path="design.v">
module shiftaddmul (
input [3:0] multiplicand,
input [3:0] multiplier,
output reg [7:0] product
);
reg [3:0] temp_multiplicand;
reg [7:0] temp_product;
integer i;
always @(*) begin
temp_multiplicand = multiplicand;
temp_product = 8'b0;
for(i = 0; i < 4; i = i + 1) begin
if (multiplier[i]) begin
temp_product = temp_product + (temp_multiplicand << i);
end
end
product = temp_product;
end
endmodule
</file>
<file path="run.sh">
#!/bin/bash
# OpenROAD 26Q1-2900-gdf79404cd8, Yosys 0.63+post, stock flow scripts
make -C /OpenROAD-flow-scripts/flow DESIGN_CONFIG=/design/flow/config.mk WORK_HOME=/design/flow/orfs finish
</file>
==> flow_metrics.tcl <==
# flow metrics
set metrics [dict create \
    dp_hpwl_um 1220 \
    syn_area_sq_um 578 \
    max_freq_ghz 0.135 \
    nClkBuffers 0 \
    top_cell "ha_1" \
    synthCells 73 \
    crit_path_cell_trace "clkdlybuf4s50_1 -> and2_1 -> ha_1 -> inv_1 -> fa_1 -> xnor2_1 -> nand2_1 -> xor2_2 -> inv_2 -> fa_1 -> nand2_1 -> o21a_1 -> ha_1 -> fa_1 -> inv_1 -> a221oi_1 -> clkdlybuf4s50_1" \
    cts_setup_buffers 0 \
    io_pins 16 \
    drt_iter0_drc 27 \
    initCoreUtil_pct 16.9 \
    yosysWarnings 1 \
    dieArea_sq_mm 0.00640 \
    wl_per_cell_um 10.4 \
    hold_path_end "product[0]" \
    grt_pass1_vias 570 \
    powerDensity_mw_per_mm2 82.9 \
    cp_max_fo 6 \
    fp-row-count 21 \
    finish.instance_area_sq_um 788 \
    warning_count 33 \
    routed_wl_um 1390 \
    fin_crit_ps 7410 \
    hold_start "multiplier[0]" \
    hold_viol 0 \
    area_leaders "ha_1, fa_1, mux2i_1, a21oi_1, mux2_2" \
    yosys_area_sq_um 578 \
    hold_buffers 0 \
    vias 522 \
    status "finished clean" \
    slowest_delay_ps 630 \
    crit_type "input pin to output port" \
    leakagePower_nw 0.358 \
    cp-end-kind "output port" \
    max-slew-margin-rel_pct 74.0 \
    viasPerCell 3.92 \
    antenna_found_initial 0 \
    crit_slowest_cell "clkdlybuf4s50_1" \
    hold_path_depth 3 \
    grt_pass1_wl_um 2450 \
    drt_drc_violations_left 0 \
    detailed_place.area_sq_um 788 \
    area_growth_pct 36.4 \
    rsz0062_at_grt "false" \
    yosys_cells 73 \
    top_cells_by_count "ha_1, a21oi_1, inv_1, nand2_1, mux2i_1" \
    ys_seq_share_pct 0 \
    min_path_type "input pin to output port" \
    period_used_pct 93.9 \
    die_y_um 80 \
    core_sq_mm 0.00342 \
    yosys.area.top_type_share_pct 23.8 \
    worstMarginPinSlew_ps 389 \
    dr.pass1.iters 4 \
    startpoint_type "input pin" \
    ys_types 25 \
    setup_viol 0 \
    drtAntennaViolNets 0 \
    numPortBuffers 16 \
    ir_worst_vdd_mv 0.0369 \
    critPathMostFrequentCell "fa_1" \
    fin_setup_tns_ps 0 \
    ff_count 0 \
    diodes 0 \
    critPathRequiredTime_ps 6320 \
    syn_avg_cell_area_sq_um 7.92 \
    ctsResizeCount 0 \
    drive_gt1_share_pct 6.90 \
    arrival_ps 5830 \
    grt_max_degree 12 \
    grt_usage_pct 4.50 \
    drv_slew 0 \
    die_w_um 80 \
    final-seq-area_sq_um 0 \
    yosysTopAreaCell "ha_1" \
    drv_cap 0 \
    overflow 0 \
    place.gp.congestion 0.805 \
]
## final cells by class
class	count	area, sq um
Tap cell	46	57.6
Fill cell	374	2630
Timing Repair Buffer	16	160
Multi-Input combinational cell	63	541
Inverter	8	30.0
## cell families (layout without fill, tap and decap cells)
| group | count (synthesis) | count (layout) | synth area share, % |
|---|---|---|---|
| buffers and inverters | 10 | 24 | 6.49 |
| muxes | 7 | 7 | 12.8 |
| AOI/OAI and AO/OA | 20 | 20 | 22.5 |
| xor gates and xnor gates | 6 | 6 | 10.4 |
| adders and majority gates | 14 | 14 | 34.2 |
| and+or+nand+nor | 16 | 16 | 13.6 |
## power by group
part	switching, mW	total (mW)	internal, mW
Sequential	0	0	0
Combinational	0.0286	0.0654	0.0368
Clock	0	0	0
Total	0.0286	0.0654	0.0368
## per-stage QoR
stage	total power, mW	utilization [%]	setup slack, ps	std cells	hold WS [ps]
2_1_floorplan	0.0385	-	1910	73	3230
3_3_place_gp	0.0657	23.1	516	133	4240
3_5_place_dp	0.0660	23.1	460	133	4240
4_1_cts	0.0668	23.1	436	133	4230
5_1_grt	0.0755	23.1	199	133	4270
6_report	0.0654	23.1	486	133	4230
## per-layer routing
layer	track usage, %	part of all wire [%]	up-vias
met3	1.02	6.8	0
met1	6.08	50	234
met5	0	0	-
met4	0.352	0	0
li1	-	-	279
met2	7.38	43	9
## cell usage in the layout (no fill, tap or decap)
master and n:
inv_2 1, xnor2_1 2, mux2i_1 4, o21bai_1 1
ha_1 11, clkdlybuf4s50_1 16, a21oi_2 1, and2_1 2
nand3_1 1, o21a_1 3, mux2_2 3, nor2b_1 2
nand2_1 7, xor2_1 3, a21oi_1 7, nand2b_1 3
inv_1 7, a221oi_1 1, o21ai_0 2, a21o_1 3
fa_1 3, xor2_2 1, a22oi_1 1, nor2_1 1
a211oi_1 1
## worst max-delay path by stage
stage | endpoint | start
4_1_cts | product[4] | multiplicand[1]
5_1_grt | product[4] | multiplicand[1]
6_report | product[4] | multiplicand[1]
## critical path: cells and delay by family
family                   cells  cell delay, ps
adder cells (fa/ha/maj)      5            1800
AND/OR/NAND/NOR              3             370
XOR/XNOR                     2             340
AND-OR/OR-AND                2             420
buffers and inverters        5            1320
No activity file was given, so power comes from the tool's default toggle rates.
